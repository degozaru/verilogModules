[flow/run.sh]
#!/bin/bash
# OpenROAD 26Q1-2900-gdf79404cd8, Yosys 0.63+post, stock flow scripts
make -C /OpenROAD-flow-scripts/flow DESIGN_CONFIG=/design/flow/config.mk WORK_HOME=/design/flow/orfs finish
[flow/config.mk]
export PLATFORM = sky130hd
export DESIGN_NAME = datapathB_behavioral
export DESIGN_NICKNAME = datapathB_behavioral
export VERILOG_FILES = /design/flow/design.v
export SDC_FILE = /design/flow/constraint.sdc
export NUM_CORES = 4
export LEC_CHECK = 1
export CORE_UTILIZATION = 50
[flow/constraint.sdc]
current_design datapathB_behavioral

set clk_period 12.2
set clk_io_pct 0.2

create_clock -name clk0 -period $clk_period [get_ports {CLK}]

set non_clock_inputs [all_inputs -no_clocks]
set_input_delay [expr $clk_period * $clk_io_pct] -clock clk0 $non_clock_inputs
set_output_delay [expr $clk_period * $clk_io_pct] -clock clk0 [all_outputs]
[flow/design.v]
module datapathB_behavioral
			#(parameter WLx = 8, parameter WLc = 8)
			( input signed [WLx-1:0] x,
			  input signed [WLc-1:0] a, b, c,
			  input CLK,
			  output reg signed [(WLx+WLc+WLc)+1:0] outR
			);
			reg signed [(WLx+WLc-1):0] mulR1;
			reg signed [(WLx+WLc):0] addR;
			reg signed [((WLx+WLc+WLc)):0] mulR2;
			always @(posedge CLK) begin
			mulR1 <= a * x;
			addR <= mulR1 + b;
			mulR2 <= addR * x;
			outR <= mulR2 + c;
			end
endmodule
==> run summary <==
run results: Yosys Instances between 1,000 and 1,500, maximum buffer depth of the clock tree 2, Max FO, Critical Path 20, number of max-cap violations 0, DRT Pass-1 Iters 4, largest net degree at the start of global routing 26, CP required around 12 ns, vias in the first global route 8,019, DRT antenna net count 0, CTS sink cnt 84, I/O pin count 59, crit-path cells clkdlybuf4s50_1, inv_1, nor2_1, fa_1, fa_1, fa_1, inv_1, fa_1, inv_1, ha_1, or3_1, o22a_1, a211oi_1, a21oi_1, xnor2_1, cts bufs inserted 9, drt total wl approximately 22,000 um, RR Startpoint addR[0], port bufs 58, Arr. time, crit path 7.52 ns, r2r endpoint mulR2[21], Core Footprint 21,890 um^2, cts hold-fix bufs 0, CP delay by family, top adder cells, hold crit path type flop to flop, Buf+Inv Stages, Crit Path 4, RSZ-0062 raised after global routing false, diode count 0, Critical Path Start x[7], post-CTS setup buffer count 0, OpenROAD warnings 25, Flops after synth around 84, initial antenna violation count 0, number of H-tree levels 3, yosys warns 1, final setup vio count 0, WL/cell 13.76 um, global-route wire length before repair 38,290 um, Seq/Total Area, Yosys 15.02%, final hold violations 0, fmax 0.1373 GHz, Crit path depth 15, vias per cell about 5, crit path launch type primary input, Final Skew ~0.012 ns, final cycle utilization of the critical path roughly three fifths, # rows 54, total number of vias 7,967, TritonCTS clock tree yes, Chip Area, Yosys 11,200 um^2, clock-pin slew of the registers on the worst-case setup and hold paths roughly 0.06 ns, length in cells of the worst reg-to-reg path 15, Async S/R FF share, synth 0%, crit path max-delay cell type inv_1, GR Util All Layers 22.30%, slowest cell delay on critical path about 0.63 ns, Synth cell types 61, EDFF count, synth 0, Layout Utilization 56.56%, Netlist Area Pre-Place 11,200 um^2, crit end category flop, WS Path Type primary input to flop, initial DRC count ~190, GPL Wtd Cong 0.9093, DRC errors left 0, Congestion Overflow GR 0, status completed, Synth Flop Type dfxtp_1, FP Core Util a little over 50%, Fin Setup TNS 0 ns, worst skew pair latency approximately 0.35 ns, Slew headroom roughly 47%, Avg Inst Size Synth roughly 9.0 um^2, Die ar. 23,000 um^2, Area growth syn-to-layout 10.57%, Top cell by count, worst path fa_1, Post-Synthesis Cells 1,242, share of cells above drive strength 1 3.067%, die height between 150 and 200 um, Worst Setup EP mulR1[15], clk root buf clkbuf_16, Least-Margin Pin Slew just under 0.8 ns, flop-to-flop setup slack approximately 7.6 ns, Hold WS roughly 0.44 ns, die width 151.7 um, Post-CTS Resized 0, Slew Viols, Final 0, minimum clock period around 7.3 ns, post-DP HPWL ~18,000 um
## state kept, by name (all words and copies together), names as in the netlist
register  cells
outR         26
mulR2        25
mulR1        16
addR         17
## synthesized netlist by cell type, drive strengths merged, types with 2 or more instances
| cell type | n | area share [%] |
|---|---|---|
| a311oi | 2 | 0.16 |
| nand2b | 10 | 0.56 |
| mux2 | 2 | 0.20 |
| o21ai | 32 | 1.5 |
| xnor2 | 47 | 3.7 |
| clkbuf | 18 | 0.60 |
| o21bai | 11 | 0.74 |
| o31ai | 3 | 0.20 |
| o31a | 2 | 0.16 |
| or3 | 3 | 0.17 |
| dfxtp | 84 | 15 |
| o22a | 3 | 0.23 |
| a211oi | 9 | 0.60 |
| a21boi | 2 | 0.13 |
| nand3b | 5 | 0.34 |
| nand4 | 3 | 0.17 |
| fa | 166 | 30 |
| or2 | 5 | 0.28 |
| a31oi | 6 | 0.34 |
| o21a | 10 | 0.67 |
| a21bo | 2 | 0.18 |
| a211o | 4 | 0.31 |
| a21oi | 53 | 2.4 |
| nor2b | 12 | 0.67 |
| inv | 252 | 8.4 |
| a21o | 16 | 1.1 |
| and3 | 9 | 0.50 |
| nand2 | 68 | 2.3 |
| o311ai | 8 | 0.63 |
| and2 | 139 | 7.8 |
| o2111ai | 5 | 0.39 |
| nor3 | 16 | 0.72 |
| a221oi | 2 | 0.16 |
| a41oi | 2 | 0.16 |
| o211ai | 7 | 0.47 |
| or4 | 4 | 0.27 |
| xor2 | 11 | 0.86 |
| nand3 | 14 | 0.67 |
| ha | 117 | 13 |
| nor4 | 3 | 0.17 |
| nor2 | 63 | 2.1 |
| a2111oi | 2 | 0.32 |
## layer usage
metal	track usage, %	up-vias	wire length [um]
li1	-	4064	-
met5	0	-	0
met4	3.168	0	396
met2	36.45	131	10500
met3	4.550	25	927
met1	32.77	3747	9978
## worst min-delay path by stage
stage | cells past startpoint | startpoint | slack, ns | endpoint
CTS | 1 | mulR1[0] | 0.45 | addR[0]
global route | 1 | mulR1[0] | 0.47 | addR[0]
finish | 1 | mulR1[0] | 0.44 | addR[0]
## stage by stage
step / area [um^2] / setup WS [ns] / std cells
after floorplan: 11200 / 5.699 / 1242
after global placement: 12100 / 4.597 / 1568
after detailed placement: 12100 / 4.536 / 1568
after CTS: 12380 / 4.887 / 1584
after global routing: 12380 / 4.516 / 1584
final: 12380 / 4.915 / 1584
## layout by cell type (no fill, tap or decap), drive strengths merged, types with 32 or more instances in the layout
cell | netlist | routed
inv | 252 | 253
fa | 166 | 166
and2 | 139 | 139
ha | 117 | 117
dfxtp | 84 | 84
nand2 | 68 | 68
nor2 | 63 | 63
clkdlybuf4s50 | 0 | 58
a21oi | 53 | 53
xnor2 | 47 | 47
o21ai | 32 | 32
## cell type report
| type | count | area, um^2 |
|---|---|---|
| Inverter | 252 | 945.9 |
| Fill cell | 1972 | 9509 |
| Tap cell | 280 | 350.3 |
| Sequential cell | 84 | 1682 |
| Timing Repair Buffer | 65 | 633.1 |
| Clock inverter | 4 | 32.53 |
| Clock buffer | 12 | 246.5 |
| Multi-Input combinational cell | 887 | 8492 |
## cell families after synthesis
logic type	synth area share, %
buffers and inverters	9.151
and+or+nand+nor	17.01
muxes	0.2011
AOI/OAI and AO/OA	11.34
adders and majority gates	42.75
DFF	15.02
xor gates and xnor gates	4.536
