==> design/flow/config.mk <==
export PLATFORM = sky130hd
export DESIGN_NAME = quadratic
export DESIGN_NICKNAME = quadratic
export VERILOG_FILES = /design/flow/design.v
export SDC_FILE = /design/flow/constraint.sdc
export NUM_CORES = 4
export LEC_CHECK = 1
export CORE_UTILIZATION = 30
==> design/flow/constraint.sdc <==
current_design quadratic

set clk_period 10.8
set clk_io_pct 0.2

create_clock -name clk0 -period $clk_period

set non_clock_inputs [all_inputs -no_clocks]
set_input_delay [expr $clk_period * $clk_io_pct] -clock clk0 $non_clock_inputs
set_output_delay [expr $clk_period * $clk_io_pct] -clock clk0 [all_outputs]
==> design/flow/design.v <==
module axpb(
    input signed [6:0] x,
	 output signed [11:0] out 
    );
	 wire [10:0] multOut;
	 multiply #(.L1(4),.L2(7)) 
			mul(.in1(-(4'd3)), .in2(x), .out(multOut));
	 add #(.L1(11), .L2(4))
			addr(.in1(multOut), .in2(4'd3), .out(out));
endmodule
 module quadratic(
    input [6:0] x,
	 output [19:0] out
    );
	 wire [11:0] axpbOut;
	 wire  [18:0] mulC_Out;
	 axpb axpb_01(.x(x), .out(axpbOut));
	 multiply #(.L1(12),.L2(7)) 
			mulX(.in1(axpbOut), .in2(x), .out(mulC_Out));
	 add #(.L1(19), .L2(7))
			addC(.in1(mulC_Out), .in2(-(7'd7)), .out(out));
endmodule
module add        #(parameter L1 = 8,
                    parameter L2 = 8)
                    (input signed [L1-1:0] in1,
                    input signed [L2-1:0] in2,
                    output wire [((L1>L2)?L1 : L2):0] out);
  assign out = in1 + in2;
endmodule
module multiply     #(parameter L1 = 8,
                    parameter L2 = 8)
                    (input signed [L1-1:0] in1,
                    input signed [L2-1:0] in2,
                    output wire [L1+L2-1:0] out);
  assign out = in1 * in2;
endmodule
==> design/flow/run.sh <==
#!/bin/bash
# OpenROAD 26Q1-2900-gdf79404cd8, Yosys 0.63+post, stock flow scripts
make -C /OpenROAD-flow-scripts/flow DESIGN_CONFIG=/design/flow/config.mk WORK_HOME=/design/flow/orfs finish
==> Slide: Implementation Results <==
Flow Results at a Glance

Synthesis
  • Syn avg cell area: 8.62 sq um
  • Count of cell types in the netlist: 41
  • Chip area in the Yosys report: 4000 sq um
  • Seq share, synth: 0%
  • Yosys warns: 0
  • Yosys stat cell total: 464
  • Cell count after synthesis: 464
  • Post-Syn Area: 4000 sq um

Floorplanning
  • Die area: 13800 sq um
  • Starting Density: 31.2%
  • Die width: 117 microns
  • Io pins: 27
  • Row cnt: 41
  • Core Footprint: 12800 sq um
  • Die Y: 117 microns

Min path
  • Hold Path Class: in2out

Drt
  • Routed met2 length: 3970 microns
  • Met3 Wirelength: 303 microns
  • Final WL: 8430 microns
  • Vias: 3409
  • Diode count: 0
  • Drt initial violations: 102
  • Via/cell ratio: 4.46
  • Top sig layer: met4
  • DRT antenna net count: 0
  • Drt drc: 0
  • Drt pass-1 iters: 4
  • DR WL/cell: 11.0 microns
  • Wl on met1: 4130 microns

Layout
  • Combinational Area: 3980 sq um
  • Clkbuf count: 0
  • Area growth from synthesis to layout: 41.5%
  • Share of layout cells above drive strength 1: 28.7%
  • Sequential cell area: 0 sq um
  • FILL cells: 1211
  • Registers: 0
  • Final Core Density: 44.1%

Placement
  • Setup WS pre-CTS: -0.536 ns
  • GPL Wtd Cong: 0.839
  • I/O Buffers: 26
  • DP HPWL: 6970 microns

GRT
  • GRT overflow: 0
  • Largest net degree at the start of global routing: 15
  • Global-route wire length before repair: 15500 microns
  • Vias in the first global route: 3528
  • Initial antenna violation count: 0
  • GRT Overall Usage: 13.5%

Final timing
  • Fin Setup TNS: 0 ns
  • Worst hold slack: 5.36 ns
  • RSZ-0062 raised after global routing: true
  • Final Hold Violation Tally: 0
  • Fmax: 0.0945 GHz
  • Final critical-path required period: 10.58 ns
  • Fin. max-slew vios: 0
  • Final setup fails: 0
  • Final setup margin: 0.218 ns
  • Final Cycle Share: 98.0%

Flow run
  • Max cap viols: 0
  • Tally of OpenROAD warnings: 39

Worst setup path
  • Crit path DAT: 8.42 ns
  • CP endpoint: out[19]
  • Worst-path maximum fanout: 7
  • CP Capture Type: primary output
  • Worst endpoint required time: 8.64 ns
  • CP startpoint: x[1]
  • Startpoint Class: primary input
  • Type of the worst setup path: in2out

Clock network
  • Hold-fix buffers, CTS: 0

Run status
  • Outcome: finished clean
[kinds of logic (layout without fill, tap and decap cells)]
family / count (synthesis) / count (layout) / synth area share [%]
simple gates: 123 / 123 / 15.9
mux: 1 / 1 / 0.250
buf+inv: 115 / 242 / 11.1
other cells: 1 / 2 / 0.0938
fa+ha+maj: 138 / 138 / 56.5
compound gates: 55 / 55 / 8.83
xor+xnor: 31 / 31 / 7.36
[layer usage]
layer	global-route usage, %	vias to the layer above
met2	22.6	50
met4	0.244	0
li1	-	1699
met5	0	-
met3	1.29	2
met1	20.5	1658
[synthesized netlist by cell type (all sizes together), types with 2 or more instances]
master | n | share of area, %
a211o | 2 | 0.44
a211oi | 3 | 0.56
a21o | 4 | 0.75
a21oi | 17 | 2.1
a31oi | 3 | 0.47
and2 | 25 | 3.9
buf | 2 | 0.47
clkbuf | 4 | 0.38
fa | 71 | 36
ha | 67 | 21
inv | 109 | 10
nand2 | 38 | 3.6
nand2b | 9 | 1.4
nand3 | 3 | 0.38
nand4 | 4 | 1.0
nor2 | 31 | 2.9
nor2b | 3 | 0.66
nor3b | 2 | 0.38
o211ai | 2 | 0.38
o21a | 4 | 0.75
o21ai | 14 | 1.8
o21bai | 2 | 0.38
or2 | 2 | 0.31
or3 | 2 | 0.31
xnor2 | 18 | 4.3
xor2 | 13 | 3.0
[worst min-delay path by stage]
stage,start,to,slack [ns],cells after the start
final,x[1],out[1],5.36,5
after global routing,x[1],out[1],5.40,5
after CTS,x[1],out[1],5.49,5
[critical path, stage by stage]
cell	delay [ns]
clkbuf_2	0.10
inv_1	0.11
ha_4	0.22
ha_4	0.21
ha_4	0.16
fa_2	0.39
a211oi_2	0.29
nor2_2	0.10
xor2_4	0.19
buf_4	0.16
nand4_4	0.11
nor2b_4	0.17
and2_1	0.17
fa_1	0.59
inv_2	0.07
fa_1	0.53
inv_1	0.05
fa_1	0.54
inv_1	0.06
fa_1	0.54
inv_1	0.07
ha_4	0.27
o21ai_0	0.07
nand2b_1	0.08
a21oi_1	0.08
or3_1	0.36
nand4_1	0.10
clkdlybuf4s50_1	0.46
[cell type report]
class | count | share of cell area (%)
Tap cell | 172 | 3.81
Inverter | 109 | 7.23
Timing Repair Buffer | 133 | 18.6
Multi-Input combinational cell | 350 | 70.3
[layout by cell type (no fill, tap or decap), types with 7 or more instances in the layout]
cell type	instances
and2_1	23
nand2_1	36
fa_1	69
nor2_1	28
a21oi_1	11
clkdlybuf4s50_1	18
o21ai_0	8
inv_1	106
xnor2_1	14
ha_4	13
buf_4	104
nand2b_1	9
ha_1	53
xor2_1	7
[stage by stage]
stage | instances | area, sq um
final | 764 | 5660
after floorplan | 465 | 4000
after global routing | 764 | 5660
after CTS | 758 | 5420
after global placement | 750 | 5140
after detailed placement | 750 | 5140
[timing repair]
| item | CTS | global route |
|---|---|---|
| hold endpoints to repair | 0 | 0 |
| setup buffers | 8 | 6 |
| setup endpoints to repair | 11 | 8 |
| pin swaps | 24 | 31 |
| resized | 47 | 42 |
