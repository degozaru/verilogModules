## ./design.v

```verilog
module hw8Pipelined        #(parameter WL = 8)
                    (input signed [WL-1:0] in1,
                    input signed [WL-1:0] in2,
						  input signed [WL-1:0] in3,
						  input signed [WL-1:0] c1,
                    input signed [WL-1:0] c2,
						  input signed [WL-1:0] c3,
						  input CLK,
                    output reg [(WL*2)+1:0] q);
		reg signed [(WL*2)-1:0] o1, o2, o3;
		always @(posedge CLK) begin 
		o1 <= in1 * c1;
		o2 <= in2 * c2;
		o3 <= in3 * c3;
		q <= o1 + o2 + o3;
         end
endmodule
```

## ./run.sh

```bash
#!/bin/bash
# OpenROAD 26Q1-2900-gdf79404cd8, Yosys 0.63+post, stock flow scripts
make -C /OpenROAD-flow-scripts/flow DESIGN_CONFIG=/design/flow/config.mk WORK_HOME=/design/flow/orfs finish
```

## ./config.mk

```make
export PLATFORM = sky130hd
export DESIGN_NAME = hw8Pipelined
export DESIGN_NICKNAME = hw8Pipelined
export VERILOG_FILES = /design/flow/design.v
export SDC_FILE = /design/flow/constraint.sdc
export NUM_CORES = 4
export LEC_CHECK = 1
export CORE_UTILIZATION = 30
```

## ./constraint.sdc

```tcl
current_design hw8Pipelined

set clk_period 6.4
set clk_io_pct 0.2

create_clock -name clk0 -period $clk_period [get_ports {CLK}]

set non_clock_inputs [all_inputs -no_clocks]
set_input_delay [expr $clk_period * $clk_io_pct] -clock clk0 $non_clock_inputs
set_output_delay [expr $clk_period * $clk_io_pct] -clock clk0 [all_outputs]
```

==> summary.txt <==
flow finished, numbers: data arrival time of the critical path=5.67 ns, die span in y=184 µm, proportion of netlist area held by the largest area contributor=36.8%, number of sinks on the clock net=66, die footprint=33,700 µm², GRT Util Overall=12.2%, buffer type at the clock tree root=clkbuf_16, number of port buffers=66, dominant register cell in the synthesized netlist=dfxtp_1, routed length on met3=712 µm, average detailed-routed wire length per instance=11.7 µm, DR vias=6,539, drt initial violations=212, GPL Wtd Cong=0.857, standard-cell rows=66, Registers, synthesis=66, standard cell with the maximum stage delay on the critical path=fa_1, most instantiated logic cell after routing=inv_1, count of final max-slew check failures=0, synthesized instance count=1,025, Post-synth seq share=13.3%, Routed Wire Length=18,000 µm, top-level port count=67, most prevalent standard cell on the critical path=fa_1, number of warning messages in the logs=25, count of nets left with antenna violations after detail routing=0, distinct cell type count of the synthesized netlist=46, Worst Setup End Kind=register, crit path launch type=primary input, Post-synth ARST share=0%, area after detailed placement=11,100 µm², yosys cell count=1,025, top post-synthesis cells by area=fa_1, dfxtp_1, ha_1, synthesized area per cell=9.66 µm², x dimension of the die=184 µm, via count of the first global-routing pass=6,902, post-synth tally of flip-flops with integrated enable=0, maximum number of pins on one net before global-route repair=11, placeable core area=32,500 µm², highest metal layer used by the detailed router=met4, Cell Chain, Critical Path=clkdlybuf4s50_1 -> nand2_1 -> fa_1 -> fa_1 -> inv_1 -> fa_1 -> inv_1 -> fa_1 -> inv_1 -> ha_1 -> nor4_1 -> o21ai_0 -> a31oi_1 -> o21ai_0 -> xnor2_1, clock-pin slew of the registers on the worst-case setup and hold paths=0.05 ns, most frequently placed logic cells in the final layout=inv_1, fa_1, and2_1, total inserted antenna cells=0, Critical Path Max Stage Delay=0.66 ns, number of H-tree levels=3, post-CTS repair timing setup buffer count=0, post-synth area from yosys stat=9900 µm², cell accounting for the most synthesized area=fa_1, total grt overflow=0, DRC Markers=0, maximum operating frequency=183 MHz, result of the run=finished, final reports clean, clock tree from TritonCTS=done, RSZ-0062 raised after global routing=no, routed vias/inst=4.23, critical path fanouts, max=8, cells resized by post-CTS repair=0, netlist area before placement=9900 µm², transition at the pin with the smallest max-transition slack=0.356 ns, first-pass GRT wire length=32,200 µm, Min-Delay Path Class=reg -> reg, hold bufs inserted after CTS=0, Worst IR Drop VDD=319 µV, number of endpoints with negative hold slack in the final report=0, drt first pass iters=6, number of synthesis warnings=1, Placed Cells incl. Taps=1,532, max-capacitance violation count=0, Leakage=5.40 nW, max_slew headroom=75.9%, total half-perimeter wirelength after legalization and detailed placement=16,000 µm, summed negative setup slack over all endpoints=0 ns, worst hold slack=0.596 ns, clock latency on the worst-skew pair=0.32 ns, power density normalized to cell area=496 nW/µm², initial standard-cell utilization of the core=30.4%, final cell utilization of the core=35.1%, Setup Skew=0.00568 ns, share of cells above drive strength 1=2.35%, number of buffers between clock root and the deepest sink=2, Met1 Routed Length=8920 µm, number of clock buffers inserted by TritonCTS=9, final non-filler cell area=11,400 µm², Setup CP Type=in -> reg, area added between synthesis and finish=15.2%, Place WS=0.620 ns, detailed-routed wire length on met2=8320 µm, final total power=5.65 mW, clock period minus worst slack=5.46 ns, critical path data required time=6.61 ns, Worst Setup Slack, final=0.936 ns, portion of the clock cycle consumed by the worst path in the final layout=85.4%, setup violators final=0, Post-Layout Cell Count=1,547, number of antenna violations at the first check in global routing=1
-- final timing paths --
kind | start | to | slack (ns) | cells past startpoint
max | in1[7] | o1[15] | 0.94 | 15
min | o3[0] | q[0] | 0.60 | 3
max reg2reg | o2[0] | q[17] | 3.66 | 12
min reg2reg | o3[0] | q[0] | 0.60 | 3
-- state kept, by name, summed over array words and instances, names as in the netlist --
signal and count:
o2 16, o3 16, q 18, o1 16
-- cell usage after synthesis, types with 10 or more instances --
cell type	count
a21oi_1	32
and2_1	129
dfxtp_1	66
fa_1	182
ha_1	103
inv_1	250
nand2_1	54
nand2b_1	10
nor2_1	18
nor2b_1	25
o21ai_0	16
xnor2_1	54
-- logic make-up after synthesis --
family          count (synthesis)  synth area share (%)
buf+inv                       251                  9.59
fa+ha+maj                     285                  49.8
simple gates                  264                  14.9
mux                             4                 0.442
xor+xnor                       60                  5.31
compound gates                 95                  6.57
flops                          66                  13.3
-- per-layer routing --
layer,GRT usage (%),vias to the layer above
li1,-,3268
met1,18.9,3162
met2,19.2,101
met3,2.20,8
met4,0.567,0
met5,0,-
-- final cells by class --
class,count,area [µm²]
fillers,3257,21100
multi-input cells,708,7630
flip-flops and latches,66,1320
inverters,250,938
repair buffers,66,661
well taps,442,553
clock buffers,13,270
clock inverters,2,35.0
-- power breakdown --
part / internal [mW] / switching, mW
clock: 0.330 / 0.160
sequential: 0.686 / 0.109
combinational: 2.02 / 2.35
-- critical path, delay by kind of cell --
kind | cells | cell delay [ns]
AOI/OAI and AO/OA | 3 | 0.64
xor gates and xnor gates | 1 | 0.14
adders and majority gates | 5 | 2.32
buffers and inverters | 4 | 0.75
and+or+nand+nor | 2 | 0.55
Power and IR drop assume default switching activity.
